===== flow/design.v =====
`timescale 1ns/100ps
module uart (
    input  clk,
    input  rstn,
    input  i_we,
    input  [7:0] i_waddr,
    input  [31:0] i_wdata,
    input  [7:0] i_raddr,
    output reg [31:0] o_rdata,
    output  tx_pin,
    input   rx_pin
);
  localparam BAUD_115200 = 32'h1B8;
  localparam S_IDLE = 4'b0001;
  localparam S_START = 4'b0010;
  localparam S_SEND_BYTE = 4'b0100;
  localparam S_STOP = 4'b1000;
  reg         tx_data_valid;
  reg         tx_data_ready;
  reg  [ 3:0] state;
  reg  [15:0] cycle_cnt;
  reg  [ 3:0] bit_cnt;
  reg  [ 7:0] tx_data;
  reg         tx_reg;
  reg         rx_q0;
  reg         rx_q1;
  wire        rx_negedge;
  reg         rx_start;   
  reg  [ 3:0] rx_clk_edge_cnt;   
  reg         rx_clk_edge_level;   
  reg         rx_done;
  reg  [15:0] rx_clk_cnt;
  reg  [15:0] rx_div_cnt;
  reg  [ 7:0] rx_data;
  reg         rx_over;
  localparam UART_CTRL = 8'h0;
  localparam UART_STATUS = 8'h4;
  localparam UART_BAUD = 8'h8;
  localparam UART_TXDATA = 8'hc;
  localparam UART_RXDATA = 8'h10;
  reg [31:0] uart_ctrl;
  reg [31:0] uart_status;
  reg [31:0] uart_baud;
  reg [31:0] uart_rx;
  assign tx_pin = tx_reg;
  always @(posedge clk or negedge rstn) 
  begin
    if (~rstn) 
    begin
      uart_ctrl <= 32'h0;
      uart_status <= 32'h0;
      uart_rx <= 32'h0;
      uart_baud <= BAUD_115200;
      tx_data_valid <= 1'b0;
    end else begin
      if (i_we == 1'b1) begin
        case (i_waddr[7:0])
          UART_CTRL: begin
            uart_ctrl <= i_wdata;
          end
          UART_BAUD: begin
            uart_baud <= i_wdata;
          end
          UART_STATUS: begin
            uart_status[1] <= i_wdata[1];
          end
          UART_TXDATA: begin
            if (uart_ctrl[0] == 1'b1 && uart_status[0] == 1'b0) begin
              tx_data <= i_wdata[7:0];
              uart_status[0] <= 1'b1;
              tx_data_valid <= 1'b1;
            end
          end
        endcase
      end else begin
        tx_data_valid <= 1'b0;
        if (tx_data_ready == 1'b1) begin
          uart_status[0] <= 1'b0;
        end
        if (uart_ctrl[1] == 1'b1) begin
          if (rx_over == 1'b1) begin
            uart_status[1] <= 1'b1;
            uart_rx <= {24'h0, rx_data};
          end
        end
      end
    end
  end
  always @(posedge clk or negedge rstn) 
  begin
    if (~rstn) begin
      o_rdata <= 32'h0;
    end else begin
      case (i_raddr[7:0])
        UART_CTRL: begin
          o_rdata <= uart_ctrl;
        end
        UART_STATUS: begin
          o_rdata <= uart_status;
        end
        UART_BAUD: begin
          o_rdata <= uart_baud;
        end
        UART_RXDATA: begin
          o_rdata <= uart_rx;
        end
        default: begin
          o_rdata <= 32'h0;
        end
      endcase
    end
  end
  always @(posedge clk or negedge rstn) 
  begin
    if (~rstn) begin
      state <= S_IDLE;
      cycle_cnt <= 16'd0;
      tx_reg <= 1'b1;
      bit_cnt <= 4'd0;
      tx_data_ready <= 1'b0;
    end else begin
      if (state == S_IDLE) begin
        tx_reg <= 1'b1;
        tx_data_ready <= 1'b0;
        if (tx_data_valid == 1'b1) begin
          state <= S_START;
          cycle_cnt <= 16'd0;
          bit_cnt <= 4'd0;
          tx_reg <= 1'b0;
        end
      end else begin
        cycle_cnt <= cycle_cnt + 16'd1;
        if (cycle_cnt == uart_baud[15:0]) begin
          cycle_cnt <= 16'd0;
          case (state)
            S_START: begin
              tx_reg  <= tx_data[bit_cnt];
              state   <= S_SEND_BYTE;
              bit_cnt <= bit_cnt + 4'd1;
            end
            S_SEND_BYTE: begin
              bit_cnt <= bit_cnt + 4'd1;
              if (bit_cnt == 4'd8) begin
                state  <= S_STOP;
                tx_reg <= 1'b1;
              end else begin
                tx_reg <= tx_data[bit_cnt];
              end
            end
            S_STOP: begin
              tx_reg <= 1'b1;
              state <= S_IDLE;
              tx_data_ready <= 1'b1;
            end
          endcase
        end
      end
    end
  end
  assign rx_negedge = rx_q1 && ~rx_q0;
  always @(posedge clk or negedge rstn) 
  begin
    if (~rstn) begin
      rx_q0 <= 1'b0;
      rx_q1 <= 1'b0;
    end else begin
      rx_q0 <= rx_pin;
      rx_q1 <= rx_q0;
    end
  end
  always @(posedge clk or negedge rstn) 
  begin
    if (~rstn) begin
      rx_start <= 1'b0;
    end else begin
      if (uart_ctrl[1]) begin
        if (rx_negedge) begin
          rx_start <= 1'b1;
        end else if (rx_clk_edge_cnt == 4'd9) begin
          rx_start <= 1'b0;
        end
      end else begin
        rx_start <= 1'b0;
      end
    end
  end
  always @(posedge clk or negedge rstn) 
  begin
    if (~rstn) begin
      rx_div_cnt <= 16'h0;
    end else begin
      if (rx_start == 1'b1 && rx_clk_edge_cnt == 4'h0) begin
        rx_div_cnt <= {1'b0, uart_baud[15:1]};
      end else begin
        rx_div_cnt <= uart_baud[15:0];
      end
    end
  end
  always @(posedge clk or negedge rstn) 
  begin
    if (~rstn) begin
      rx_clk_cnt <= 16'h0;
    end else if (rx_start == 1'b1) begin
      if (rx_clk_cnt == rx_div_cnt) begin
        rx_clk_cnt <= 16'h0;
      end else begin
        rx_clk_cnt <= rx_clk_cnt + 1'b1;
      end
    end else begin
      rx_clk_cnt <= 16'h0;
    end
  end
  always @(posedge clk or negedge rstn) 
  begin
    if (~rstn) begin
      rx_clk_edge_cnt   <= 4'h0;
      rx_clk_edge_level <= 1'b0;
    end else if (rx_start == 1'b1) begin
      if (rx_clk_cnt == rx_div_cnt) begin
        if (rx_clk_edge_cnt == 4'd9) begin
          rx_clk_edge_cnt   <= 4'h0;
          rx_clk_edge_level <= 1'b0;
        end else begin
          rx_clk_edge_cnt   <= rx_clk_edge_cnt + 1'b1;
          rx_clk_edge_level <= 1'b1;
        end
      end else begin
        rx_clk_edge_level <= 1'b0;
      end
    end else begin
      rx_clk_edge_cnt   <= 4'h0;
      rx_clk_edge_level <= 1'b0;
    end
  end
  always @(posedge clk or negedge rstn) 
  begin
    if (~rstn) begin
      rx_data <= 8'h0;
      rx_over <= 1'b0;
    end else begin
      if (rx_start == 1'b1) begin
        if (rx_clk_edge_level == 1'b1) begin
          case (rx_clk_edge_cnt)
            1: begin
            end
            2, 3, 4, 5, 6, 7, 8, 9: begin
              rx_data <= rx_data | (rx_pin << (rx_clk_edge_cnt - 2));
              if (rx_clk_edge_cnt == 4'h9) begin
                rx_over <= 1'b1;
              end
            end
          endcase
        end
      end else begin
        rx_data <= 8'h0;
        rx_over <= 1'b0;
      end
    end
  end
endmodule

===== flow/run.sh =====
#!/bin/bash
# OpenROAD 26Q1-2900-gdf79404cd8, Yosys 0.63+post, stock flow scripts
make -C /OpenROAD-flow-scripts/flow DESIGN_CONFIG=/design/flow/config.mk WORK_HOME=/design/flow/orfs finish

===== flow/config.mk =====
export PLATFORM = sky130hd
export DESIGN_NAME = uart
export DESIGN_NICKNAME = uart
export VERILOG_FILES = /design/flow/design.v
export SDC_FILE = /design/flow/constraint.sdc
export NUM_CORES = 4
export LEC_CHECK = 1
export CORE_UTILIZATION = 50

===== flow/constraint.sdc =====
current_design uart

set clk_period 5.2
set clk_io_pct 0.2

create_clock -name clk0 -period $clk_period [get_ports {clk}]

set non_clock_inputs [all_inputs -no_clocks]
set_input_delay [expr $clk_period * $clk_io_pct] -clock clk0 $non_clock_inputs
set_output_delay [expr $clk_period * $clk_io_pct] -clock clk0 [all_outputs]

==> metrics.cfg <==
[status]
outcome = complete, no violations

[route]
detailedRoute.firstIterationViolations = 259
antenna-diode-count = 0
postRouteAntennaNets = 0
vias_per_cell = 5.504
wl_mm = 17.19
route.detailed.wl_per_inst_microns = 17.79
drc = 0
drtPass1Iterations = 4
routed-via-count = 5317

[logic_synthesis]
post_synthesis_mux_area_share = 0.1346
flop_cell = sky130_fd_sc_hd__dfrtp_1
synth_area_sq_um = 8154
topCombFamilyByArea = multiplexers
synth.distinct_cells = 53
synth_async_sr_flop_share = 0.9579
post_synth_and_or_nand_nor_area_fraction = 0.1071
postSynthAreaPerCell_sq_um = 12.56
netlist_instances = 649
sequential_fraction_of_the_synthesis_area = 0.5891
xor_area_frac = 0.05263
yosys_register_bits = 190
synth_warnings = 1
synth-edff-count = 8
synth.cellmix.compoundShare = 0.08624
synthAdderAreaFrac = 0.009207
yosys.stat.chipArea_sq_um = 8154
synth-cells-yosys = 649

[clock_network]
cts_hold_buf = 0
tritoncts_num_sinks = 190
root_buffer = sky130_fd_sc_hd__clkbuf_16
cell_resize_tally_after_clock_tree_synthesis = 0
cts_tree = yes
htree_num_levels = 4
clk_latency_late_pin_ns = 0.42
clk_pin_slew_ns = 0.07
clockBufferDepth = 2
total_cts_buffers = 17
number_of_buffers_inserted_to_repair_setup_after_cts = 0

[cells_and_area]
lay_top_count = sky130_fd_sc_hd__dfrtp_1
fill_cells = 1262
mostFrequentLayoutCells = 175 x sky130_fd_sc_hd__dfrtp_1, 89 x sky130_fd_sc_hd__mux2_2, 83 x sky130_fd_sc_hd__clkdlybuf4s50_1
layout-drive-gt1-share = 0.2000
synthToLayoutAreaGrowth_pct = 20.70
largest_registers = o_rdata x32, uart_baud x32, uart_ctrl x32

[floorplan]
die-width_microns = 129.7
rows = 46
fp-utilization = 0.5133
io_pins = 85
fp.coreArea_sq_um = 15890
chip_area_sq_um = 16820
die_h_microns = 129.7

[final_timing]
setup-tns-final_ns = 0
slew_viol_final = 0
finalWorstPathRequiredPeriod_ns = 2.695
hold_viol_final = 0
setup-violations-final = 0
max_clock_freq_ghz = 0.3710
slew-limit-headroom = 0.4433
min_period_over_period = 0.5183
tightestPinTransition_ns = 0.8327
timing.clock.skew_ns = 0.008913
rsz0062_at_grt = false

[run]
tool_warnings = 30
maxCapViolCount = 0

[grt]
grt_pass1_vias = 5351
global_route_wire_length_before_repair_mm = 28.02
grt-ovfl-total = 0
grt_start_max_net_pins = 108
gr-usage-all-layers = 0.2289
number_of_antenna_violations_at_the_first_check_in_global_routing = 0

[power]
ir_drop_uv = 237.3
pwr_density_cell_nw_per_um2 = 321.7
post-layout-total-power_w = 0.003166
cellLeakagePower_nw = 4.634

[worst_setup_path]
critPathRequiredTime_ns = 5.28
timing.critical_path.fanout_max = 8
critPathLaunchType = primary input
worst_setup_path_end_kind = register
arrival_ns = 2.78
worst-setup-path-type = in -> reg

[placed_design]
detailedPlacementHpwl_mm = 11.50
gp_routability_congestion = 0.8747
buffer_ports.inserted = 84

[worst_hold_path]
worstHoldPathType = reg -> reg

layout make-up:
cell class	count	area [sq um]	area share
Timing Repair Buffer	92	914.6	0.09293
Inverter	21	78.83	0.008009
Clock inverter	15	153.9	0.01564
Clock buffer	17	425.4	0.04322
Tap cell	216	270.3	0.02746
Multi-Input combinational cell	415	3196	0.3247
Sequential cell	190	4803	0.4881
critical path, stage by stage:
cell	delay, ns
sky130_fd_sc_hd__clkdlybuf4s50_1	0.41
sky130_fd_sc_hd__nor4_1	0.36
sky130_fd_sc_hd__nand4_1	0.20
sky130_fd_sc_hd__nor3_1	0.36
sky130_fd_sc_hd__and2_1	0.41
worst paths after layout:
kind	from	endpoint	slack (ns)	depth (start not counted)
worst max register to register	rx_clk_cnt[6]	rx_clk_edge_cnt[3]	2.81	5
worst min-delay path	rx_q0	rx_q1	0.37	0
min in group asynchronous	rstn	cycle_cnt[7]	0.61	1
worst min register to register	rx_q0	rx_q1	0.37	0
max in group asynchronous	rstn	o_rdata[23]	3.57	2
worst max-delay path	i_waddr[5]	tx_data[5]	2.50	5
layer usage:
layer	global-route usage	part of all wire
met1	0.3615	0.46
met2	0.3602	0.49
met3	0.05303	0.051
met4	0.01984	0.0055
met5	0	0
power breakdown:
| group | internal [W] | switching (W) |
|---|---|---|
| registers | 0.00154 | 0.0000665 |
| logic | 0.000148 | 0.000154 |
| clock network | 0.000678 | 0.000579 |
| total | 0.00237 | 0.000799 |
synth_stat cells (all sizes together) (8+ instances only):
cell type,number,area [sq um]
xor2,26,227.7
edfxtp,8,240.2
buf,9,41.29
dfrtp,175,4379
a22o,29,254.0
nor3,18,90.09
o21ai,18,90.09
a21o,9,67.56
nand2,36,135.1
clkbuf,14,52.55
nand3,11,55.05
nor2,47,176.4
xnor2,23,201.4
inv,20,75.07
nand4,15,100.1
nor4,11,81.32
mux2,89,1002
through the flow:
step                cell area [sq um]  worst slack (ns)  hold WS, ns  std cells  utilization
finish                           9842             2.505       0.3715        966       0.6196
global route                     9842             2.430       0.3848        966       0.6196
CTS                              9842             2.535       0.3781        966       0.6196
detailed placement               9263             2.091       0.3640        934       0.5831
global placement                 9263             2.135       0.3601        934       0.5831
floorplan                        8154             2.638       0.3456        649            -
logic make-up after synthesis:
| group | Yosys count |
|---|---|
| adders and majority gates | 6 |
| buffers and inverters | 44 |
| muxes | 96 |
| DFF | 190 |
| and+or+nand+nor | 171 |
| xor gates and xnor gates | 49 |
| AOI/OAI and AO/OA | 93 |
Power figures rest on the tool's default switching activity, not on a simulated workload.
