===== flow/config.mk =====
export PLATFORM = sky130hd
export DESIGN_NAME = button
export DESIGN_NICKNAME = button
export VERILOG_FILES = /design/flow/design.v
export SDC_FILE = /design/flow/constraint.sdc
export NUM_CORES = 4
export LEC_CHECK = 1
export CORE_UTILIZATION = 30

===== flow/constraint.sdc =====
current_design button

set clk_period 2.3
set clk_io_pct 0.2

create_clock -name clk0 -period $clk_period [get_ports {clk}]

set non_clock_inputs [all_inputs -no_clocks]
set_input_delay [expr $clk_period * $clk_io_pct] -clock clk0 $non_clock_inputs
set_output_delay [expr $clk_period * $clk_io_pct] -clock clk0 [all_outputs]

===== flow/design.v =====
module button #(
    parameter   ADDRWIDTH   =   4
)
(
    input       clk     ,
                rst_n   ,
    input                   rd      ,
    input   [ADDRWIDTH-1:0] raddr   ,
    output  [31:0]          rdata   ,
    input   [7:0]   button_pin  
);
    localparam  ADDR_LEVEL  =   'h04;
    wire [7:0] out_level;
    reg [31:0] rd_reg;
    always @(posedge clk or negedge rst_n) begin
        if(~rst_n)
            rd_reg  <=  'h0;
        else if(rd) begin
            if(raddr == ADDR_LEVEL)
                rd_reg  <=  {24'h0,out_level};
            else
                rd_reg  <=  'h0;
        end
    end
    assign  rdata   =   rd_reg;
    wire        filter_clk;  
    button_single button_0(
        .clk_1k(filter_clk),
        .rst_n(rst_n),
        .button_pin(button_pin[0]),
        .out_level_n(out_level[0])
    );
    button_single button_1(
        .clk_1k(filter_clk),
        .rst_n(rst_n),
        .button_pin(button_pin[1]),
        .out_level_n(out_level[1])
    );
    button_single button_2(
        .clk_1k(filter_clk),
        .rst_n(rst_n),
        .button_pin(button_pin[2]),
        .out_level_n(out_level[2])
    );
    button_single button_3(
        .clk_1k(filter_clk),
        .rst_n(rst_n),
        .button_pin(button_pin[3]),
        .out_level_n(out_level[3])
    );
    button_single button_4(
        .clk_1k(filter_clk),
        .rst_n(rst_n),
        .button_pin(button_pin[4]),
        .out_level_n(out_level[4])
    );
    button_single button_5(
        .clk_1k(filter_clk),
        .rst_n(rst_n),
        .button_pin(button_pin[5]),
        .out_level_n(out_level[5])
    );
    button_single button_6(
        .clk_1k(filter_clk),
        .rst_n(rst_n),
        .button_pin(button_pin[6]),
        .out_level_n(out_level[6])
    );
    button_single button_7(
        .clk_1k(filter_clk),
        .rst_n(rst_n),
        .button_pin(button_pin[7]),
        .out_level_n(out_level[7])
    );
    clk_div #(
        .cnt_width  (16),
        .div_cnt    (25000)
    )
    u_filter_clk (
        .clk    (clk        )   ,
        .rst_n  (rst_n      )   ,
        .clk_o  (filter_clk )
    );
endmodule
module  button_single(
    input       clk_1k      ,
                rst_n       ,
                button_pin  ,
    output      out_level_n   
);
    reg [7:0]   filter_cnt  ;
    reg         out_reg     ,
                pre_level   ;
    always @(posedge clk_1k or negedge rst_n) begin
        if(~rst_n) begin
            out_reg     <=  'h1;
            filter_cnt  <=  'h0;
            pre_level   <=  'h0;
        end
        else begin
            if(button_pin != pre_level) begin
                pre_level   <=  button_pin;
                filter_cnt  <=  'h0;
            end
            else if(filter_cnt >= 'd50) begin
                out_reg     <=  button_pin;
            end
            else begin
                filter_cnt  <=   filter_cnt + 1;
            end
        end
    end
    assign out_level_n = out_reg;
endmodule
`timescale 1ns / 1ps
module clk_div 
#(
    parameter   cnt_width   =   4,
    parameter   div_cnt     =   16
)
(
    input   clk     ,
            rst_n   ,
    output  clk_o
);
    reg [cnt_width-1:0]     cnt;
    reg                     clk_o_reg;
    assign clk_o = clk_o_reg;
    always@(posedge clk or negedge rst_n) begin
        if(!rst_n) begin
            cnt         <=  'h0;
            clk_o_reg   <=  'h0;
        end
        else begin
            if(cnt >= div_cnt - 1) begin
                cnt         <=  'h0         ;
                clk_o_reg   <=  ~clk_o_reg  ;
            end 
            else begin
                cnt     <=  cnt + 1;
            end
        end
    end
endmodule

===== flow/run.sh =====
#!/bin/bash
# OpenROAD 26Q1-2900-gdf79404cd8, Yosys 0.63+post, stock flow scripts
make -C /OpenROAD-flow-scripts/flow DESIGN_CONFIG=/design/flow/config.mk WORK_HOME=/design/flow/orfs finish

==> impl_table.tex <==
% Auto-generated results table
\begin{tabular}{lr}
\hline
Metric & Value \\
\hline
\multicolumn{2}{l}{\textbf{Clocking}} \\
\quad Library cell used as clock root buffer & sky130\_fd\_sc\_hd\_\_clkbuf\_16 \\
\quad Insertion Delay late pin & approximately 0.26 ns \\
\quad Cell resize tally after clock tree synthesis & 0 \\
\quad Number of buffers on the longest clock path & 2 \\
\quad Number of buffers inserted by hold repair at cts & 0 \\
\quad Clock tree from TritonCTS & built \\
\quad \# H-tree levels & 1 \\
\quad Number of buffers created by CTS & 3 \\
\quad CTS clk-pin slew, worst paths & 0.07 ns \\
\quad \# Post-CTS Setup Buffers & 0 \\
\multicolumn{2}{l}{\textbf{Synthesis}} \\
\quad Post-synth tally of flip-flops with integrated enable & 0 \\
\quad Synth warnings & 3 \\
\quad Synthesized registers & 105 \\
\quad Sequential share of the synthesized area & 0.524 \\
\quad Number of cells in the yosys synthesis report & 493 \\
\quad Prevailing post-synth register cell & sky130\_fd\_sc\_hd\_\_dfrtp\_1 \\
\quad Count of different cell masters after synthesis & 37 \\
\quad Synthesized instance count & 493 \\
\quad Average footprint of a synthesized cell & slightly above 10 um\^{}2 \\
\quad Share of flip-flops with an asynchronous set or reset & 1.00 \\
\quad Netlist area before placement & 5030 um\^{}2 \\
\quad Post-synthesis chip area from yosys & 5030 um\^{}2 \\
\multicolumn{2}{l}{\textbf{Routing}} \\
\quad Final antenna-violating net count & 0 \\
\quad Violation count after the first detailed-route iteration & 155 \\
\quad Number of optimization iterations in the first detailed-route pass & 4 \\
\quad Number of inserted diodes & 0 \\
\quad Final wirelength & 7.90 mm \\
\quad Via total after detailed routing & roughly 3.2k \\
\quad Vias per Instance & 4.44 \\
\quad DR DRC count & 0 \\
\quad Routed wire length per instance & $\sim$11 um \\
\multicolumn{2}{l}{\textbf{Final timing}} \\
\quad Count of unclocked register or latch pins & 80 \\
\quad Final number of max-transition violations & 0 \\
\quad Final TNS setup & 0 ns \\
\quad Highest clock rate & 597 MHz \\
\quad Actual transition at the worst max-transition pin & 0.678 ns \\
\quad Minimum hold slack & 0.221 ns \\
\quad Unrepaired setup endpoints after global routing & false \\
\quad Setup violations, final & 0 \\
\quad Number of unconstrained endpoints & 80 \\
\quad Hold violation total from the final report & 0 \\
\quad Final cycle utilization of the critical path & 0.728 \\
\quad Final critical-path required period & 1.67 ns \\
\quad Skew final & about 0.0041 ns \\
\quad Worst max-slew margin expressed relative to the limit & 0.548 \\
\multicolumn{2}{l}{\textbf{Place}} \\
\quad Hpwl dp & about 5.8 mm \\
\quad Last weighted congestion value of the routability-driven placer & 0.812 \\
\quad Number of buffers inserted by port buffering & 22 \\
\multicolumn{2}{l}{\textbf{Cells and area}} \\
\quad Largest register by flop count & u\_filter\_clk.cnt \\
\quad Most frequently placed logic cell in the final layout & sky130\_fd\_sc\_hd\_\_dfrtp\_1 \\
\quad Syn-to-layout area delta & 9.08\% \\
\quad Comb gate area & 2140 um\^{}2 \\
\quad Area taken by flip-flops and latches & 2640 um\^{}2 \\
\quad Commonest non-fill, non-tap cells in the layout & 96 x sky130\_fd\_sc\_hd\_\_dfrtp\_1, 79 x sky130\_fd\_sc\_hd\_\_nor2\_1, 41 x sky130\_fd\_sc\_hd\_\_nand2\_1 \\
\quad Proportion of layout cells with a drive suffix above 1 & 0.0566 \\
\quad Fillers & 1577 \\
\quad Number of flip-flops in the largest register & 16 \\
\multicolumn{2}{l}{\textbf{Floorplan}} \\
\quad Placement Rows & 46 \\
\quad Die boundary height & 132 um \\
\quad Total I/O pin count & 47 \\
\quad Chip footprint & 17300 um\^{}2 \\
\quad Placeable core area & 16100 um\^{}2 \\
\quad Fraction of the core area occupied by cells at floorplan & 0.312 \\
\quad DIE WIDTH & 132 um \\
\multicolumn{2}{l}{\textbf{Setup path}} \\
\quad Classification of the worst setup path & primary input to flop \\
\quad Critical Path Sink Type & flop \\
\quad Capture point of the worst path & rd\_reg[7]\$\_DFFE\_PN0P\_ \\
\quad Largest driver fanout on the critical path & 9 \\
\quad Required time of the critical path & roughly 2.5 ns \\
\quad Startpoint of the worst setup timing path & rd \\
\quad Data arrival time of the critical path & between 1.5 and 2 ns \\
\quad Capture point of the worst reg-to-reg path & u\_filter\_clk.clk\_o\_reg\$\_DFFE\_PN0P\_ \\
\quad Startpoint kind of the worst setup timing path & primary input \\
\quad Crit Reg-Reg Startpoint & u\_filter\_clk.cnt[0]\$\_DFF\_PN0\_ \\
\quad Worst-case reg-to-reg path depth & 5 \\
\quad Slack of the worst reg-to-reg path & 0.63 ns \\
\multicolumn{2}{l}{\textbf{Global routing}} \\
\quad Number of antenna violations at the first check in global routing & 0 \\
\quad Global route total overflow & 0 \\
\quad Aggregate global-route resource usage & 0.0969 \\
\quad Vias in the first global route & 3040 \\
\quad Global-route wire length before repair & 14.1 mm \\
\quad Pin count of the biggest net entering global routing & 82 \\
\multicolumn{2}{l}{\textbf{Job}} \\
\quad Total tool warning count & 33 \\
\quad Maximum capacitance violations & 0 \\
\multicolumn{2}{l}{\textbf{Power and ir drop}} \\
\quad Worst VDD drop & approximately 0.43 mV \\
\quad Cell leakage power & 2.39 nW \\
\quad PwrDens & 445 nW/um\^{}2 \\
\multicolumn{2}{l}{\textbf{Min path}} \\
\quad Worst min-delay path class & primary input to asynchronous set/reset pin \\
\multicolumn{2}{l}{\textbf{Status}} \\
\quad Outcome & complete, no violations \\
\hline
\end{tabular}
-- area by class of cell --
cell class | instances | area share
sequential | 105 | 0.481
timing repair buffer | 24 | 0.0424
multi-input combinational | 347 | 0.390
inverter | 32 | 0.0219
clock buffer | 3 | 0.0137
tap | 216 | 0.0492
clock inverter | 1 | 0.00160
-- synthesized netlist by cell type, types with 5 or more instances --
cell | instances | area share
sky130_fd_sc_hd__dfrtp_1 | 97 | 0.48
sky130_fd_sc_hd__nor2_1 | 79 | 0.059
sky130_fd_sc_hd__nand2_1 | 41 | 0.031
sky130_fd_sc_hd__inv_1 | 32 | 0.024
sky130_fd_sc_hd__xor2_1 | 29 | 0.050
sky130_fd_sc_hd__buf_4 | 24 | 0.036
sky130_fd_sc_hd__xnor2_1 | 23 | 0.040
sky130_fd_sc_hd__o21ai_0 | 18 | 0.018
sky130_fd_sc_hd__ha_1 | 17 | 0.042
sky130_fd_sc_hd__nand4_1 | 17 | 0.021
sky130_fd_sc_hd__o211ai_1 | 16 | 0.024
sky130_fd_sc_hd__a211oi_1 | 13 | 0.019
sky130_fd_sc_hd__and2_1 | 12 | 0.015
sky130_fd_sc_hd__nor4_1 | 10 | 0.012
sky130_fd_sc_hd__clkbuf_1 | 8 | 0.0060
sky130_fd_sc_hd__dfstp_2 | 8 | 0.042
sky130_fd_sc_hd__o21a_1 | 7 | 0.010
sky130_fd_sc_hd__nor3_1 | 6 | 0.0060
sky130_fd_sc_hd__nand3_1 | 5 | 0.0050
-- worst min path at each step --
stage	startpoint	slack, ns	endpoint	cells past startpoint
global route	rst_n	0.30	u_filter_clk.cnt[2]$_DFF_PN0_	1
CTS	rst_n	0.27	u_filter_clk.cnt[2]$_DFF_PN0_	1
finish	rst_n	0.22	u_filter_clk.cnt[2]$_DFF_PN0_	1
-- critical path, cell delays in order --
cell and delay (ns):
sky130_fd_sc_hd__clkdlybuf4s50_1 0.64, sky130_fd_sc_hd__nand2_1 0.14, sky130_fd_sc_hd__nor4_4 0.40, sky130_fd_sc_hd__nand2_1 0.12, sky130_fd_sc_hd__o21ai_0 0.09
-- per-layer routing --
layer  track usage  vias up  wire, um
met5             0        -         0
met4       0.00258        0         9
met3       0.00983        2       252
met2         0.157       59      3640
met1         0.153     1536      4000
li1              -     1635         -
-- per-stage QoR --
step                      setup slack [ns]  std cells   util  cell area, um^2  total power [mW]
after floorplan                      0.786        517      -             5120              1.85
after global placement               0.416        724  0.335             5400              2.05
after detailed placement             0.352        724  0.335             5400              2.07
after CTS                            0.618        728  0.341             5490              2.48
after global routing                 0.500        728  0.341             5490              2.60
final                                0.625        728  0.341             5490              2.44
-- cell families (layout without fill, tap and decap cells) --
family,Yosys count,after routing,share of synthesized area
adders and majority gates,17,17,0.0423
AOI/OAI and AO/OA,65,65,0.0923
buffers and inverters,65,60,0.0679
DFF,105,105,0.524
other,1,25,0.000745
muxes,3,3,0.00597
and+or+nand+nor,185,185,0.176
xor gates and xnor gates,52,52,0.0905
-- power breakdown --
| part | switching (mW) | internal [mW] | leakage [nW] |
|---|---|---|---|
| combinational | 0.413 | 0.215 | 0.965 |
| clock | 0.155 | 0.240 | 0.0415 |
| sequential | 0.145 | 1.27 | 1.39 |
Power and IR drop assume default switching activity.
